`run.sh`:
```
#!/bin/bash
# OpenROAD 26Q1-2900-gdf79404cd8, Yosys 0.63+post, stock flow scripts
make -C /OpenROAD-flow-scripts/flow DESIGN_CONFIG=/design/flow/config.mk WORK_HOME=/design/flow/orfs finish
```
`config.mk`:
```
export PLATFORM = sky130hd
export DESIGN_NAME = Shake_Remove
export DESIGN_NICKNAME = Shake_Remove
export VERILOG_FILES = /design/flow/design.v
export SDC_FILE = /design/flow/constraint.sdc
export NUM_CORES = 4
export LEC_CHECK = 1
export CORE_AREA = 10 10 70 70
export DIE_AREA = 0 0 80 80
```
`constraint.sdc`:
```
current_design Shake_Remove

set clk_period 2.2
set clk_io_pct 0.2

create_clock -name clk0 -period $clk_period [get_ports {shake_clk}]

set non_clock_inputs [all_inputs -no_clocks]
set_input_delay [expr $clk_period * $clk_io_pct] -clock clk0 $non_clock_inputs
set_output_delay [expr $clk_period * $clk_io_pct] -clock clk0 [all_outputs]
```
`design.v`:
```
module Shake_Remove(shake_clk, shake_in, shake_out);	
	input wire shake_clk;
	input wire shake_in;
	output reg shake_out;
	reg[7:0] counter;
	reg state;
	always@(posedge shake_clk)
		begin
			case(state)
				0:	if(counter < 4'd15)
						begin
							if(!shake_in)
								counter <= counter + 1'b1;
							else 
								counter <= 1'b0;
						end
					else
						begin
							shake_out <= 1'b1;
							state <= 1'b1;
						end
				1:	begin
						shake_out <= 1'b0;
						if(!shake_in)
							counter <= counter;
						else
							begin 
								counter <= 1'b0;
								state <= 1'b0;
							end
					end
				default:	state <= 1'b0;
			endcase
		end
endmodule 
```
==> results_dict.tcl <==
# metrics dict for downstream scripts
set metrics [dict create \
    fin_crit_ns 1.66 \
    slew_headroom_pct 76.7 \
    area_growth_pct 20.7 \
    fmax_mhz 603 \
    netlist_area_sq_um 484 \
    grt_pass1_wl_um 1390 \
    critPathMaxStageDelay_ns 0.45 \
    drive_above_1_share_pct 10.2 \
    synth-seq-cells 10 \
    status "complete, no violations" \
    yosys_area_sq_um 484 \
    cts_made_buffers 3 \
    setup_viol 0 \
    grt_pass1_vias 342 \
    core_sq_um 3420 \
    grt_max_degree 9 \
    endpoint_kind "register" \
    finalSetupTns_ns 0 \
    hold_violations 0 \
    slew_viol_final 0 \
    setup_ws_ns 0.541 \
    postRouteWirelength_um 759 \
    antenna_found_initial 0 \
    power.density_nw_per_um2 711 \
    top_area_cell "edfxtp_1" \
    diodes 0 \
    cts_tree "done" \
    yosys_warnings 1 \
    dp.cells 91 \
    vdd_drop_max_uv 285 \
    rsz0062_at_grt "false" \
    clockBufferDepth 2 \
    r2r_end "counter[5]" \
    p_leak_nw 0.190 \
    synth.distinct_cells 17 \
    cts.clk_slew.worst_paths_ns 0.07 \
    die_h_um 80 \
    root_buffer "clkbuf_4" \
    critical_path_class "reg2reg" \
    cp.depth 4 \
    hold_start "state" \
    worstMarginPinSlew_ns 0.349 \
    crit_top_cell "nand3_1" \
    finalInstanceArea_sq_um 584 \
    port_buffers 2 \
    firstDrtPassIters 4 \
    die_w_um 80 \
    vias 329 \
    gp_congestion 0.738 \
    syn_inst 44 \
    crit_required_ns 2.12 \
    startpoint "counter[0]" \
    ioPinCount 3 \
    reg2regPathDepth 4 \
    start_kind "register" \
    htreeDepth 1 \
    dieArea_sq_um 6400 \
    lay_top_count "edfxtp_1" \
    yosysSeqAreaShare_pct 59.9 \
    dp_slack_ns 0.562 \
    dp_hpwl_um 553 \
    final_util_pct 17.1 \
    avgViaCountPerCell 3.46 \
    dpl_cell_area_sq_um 558 \
    rr_startpoint "counter[0]" \
    drtAntennaViolNets 0 \
    most-common-layout-cells "9 x edfxtp_1, 5 x nand3_1, 4 x nor2_1" \
    reg2reg_slack_ns 0.54 \
    clock-sinks 10 \
    grt_util_all_layers_pct 2.58 \
    ys_cells 44 \
    wl_per_cell_um 7.99 \
    crit_fanout 8 \
    hold_path.class "reg2reg" \
    stdcell_count 95 \
    critical_path.slowest_cell "edfxtp_1" \
    arrival_ns 1.58 \
    finClkSkew_ns 0.00852 \
    synth_top_area_share_pct 55.8 \
    endpoint "counter[5]" \
    cts_setup_buffers 0 \
    fillCellCount 394 \
    clk_latency_ns 0.26 \
    fp-row-count 21 \
    topCellsByArea "edfxtp_1 56%, nand3_1 5.2%, dfxtp_1 4.1%" \
    maxCapViolCount 0 \
    avgSynthCellArea_sq_um 11.0 \
    drt_iter0_markers 6 \
    cts_hold_buf 0 \
    fin_crit_sh_pct 75.4 \
    initial_utilization_pct 14.2 \
    cts.repair.resized 0 \
    critPathTopFamily "simple AND/OR/NAND/NOR gates" \
    drc 0 \
    crit_buf_inv 0 \
    crit_chain "ha_1 -> nand3_1 -> nand3_1 -> nand2_1" \
    grt_remaining_overflow 0 \
    tool_warnings 25 \
]
metrics by stage:
| step | hold slack (ns) | total power (W) |
|---|---|---|
| 4_1_cts | 0.505 | 0.000421 |
| 5_1_grt | 0.523 | 0.000442 |
| 3_3_place_gp | 0.487 | 0.000290 |
| 6_report | 0.506 | 0.000416 |
| 2_1_floorplan | 0.468 | 0.000274 |
| 3_5_place_dp | 0.491 | 0.000290 |
registers in the layout, summed over array words and instances, names as in the netlist:
register   cells
counter        8
shake_out      1
state          1
cells in the mapped netlist:
library cell and instances:
nor4_1 1, o21ai_0 3, nand4_2 1, a21oi_1 3, xor2_1 1, xnor2_1 2, nand3_1 5, or2_2 1
or3_1 3, nor2_1 4, edfxtp_1 9, inv_1 2, dfxtp_1 1, clkbuf_1 1, and2_1 3, nand2_1 3
ha_1 1
cell type report:
cell class              instances  area, sq um  share of cell area (%)
well taps                      46         57.6                    9.85
repair buffers                  2         20.0                    3.43
clock buffers                   4         26.3                    4.50
inverters                       2         7.51                    1.28
multi-input cells              31          183                    31.3
flip-flops and latches         10          290                    49.7
power by group:
group | internal [W] | switching [W] | total [W]
clock network | 0.0000699 | 0.0000596 | 0.000129
registers | 0.000229 | 0.0000170 | 0.000246
logic | 0.0000190 | 0.0000212 | 0.0000402
total | 0.000318 | 0.0000978 | 0.000416
how the worst min path moves through the flow:
stage,endpoint,slack (ns),cells after the start
4_1_cts,shake_out,0.51,1
5_1_grt,shake_out,0.52,1
6_report,shake_out,0.51,1
metal layers:
| metal | global-route usage, % | share of wire (%) | up-vias |
|---|---|---|---|
| met4 | 1.06 | 0.92 | 0 |
| li1 | - | - | 171 |
| met1 | 3.46 | 51 | 149 |
| met5 | 0 | 0 | - |
| met2 | 3.85 | 43 | 7 |
| met3 | 0.682 | 4.0 | 2 |
cell families after synthesis:
logic type      count (synthesis)  synth area share (%)
compound gates                  6                  6.20
xor+xnor                        3                  5.43
fa+ha+maj                       1                  2.58
buf+inv                         3                  2.33
flops                          10                  59.9
simple gates                   21                  23.5
Power and IR drop assume default switching activity.
